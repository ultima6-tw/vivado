**/design/flow/constraint.sdc**
```tcl
current_design gpio_to_axis_fifo_sync

set clk_period 4.8
set clk_io_pct 0.2

create_clock -name clk0 -period $clk_period [get_ports {clk}]

set non_clock_inputs [all_inputs -no_clocks]
set_input_delay [expr $clk_period * $clk_io_pct] -clock clk0 $non_clock_inputs
set_output_delay [expr $clk_period * $clk_io_pct] -clock clk0 [all_outputs]
```
**/design/flow/config.mk**
```make
export PLATFORM = sky130hd
export DESIGN_NAME = gpio_to_axis_fifo_sync
export DESIGN_NICKNAME = gpio_to_axis_fifo_sync
export VERILOG_FILES = /design/flow/design.v
export SDC_FILE = /design/flow/constraint.sdc
export NUM_CORES = 4
export LEC_CHECK = 1
export CORE_UTILIZATION = 30
```
**/design/flow/design.v**
```verilog
`timescale 1ns/1ps
module gpio_to_axis_fifo_sync #(
    parameter integer DATA_WIDTH = 32,
    parameter integer DEPTH      = 32   
)(
    input  wire                   clk,
    input  wire                   rst_n,
    input  wire                   wen,             
    input  wire [DATA_WIDTH-1:0]  wdata,
    output reg                    overflow,        
    output wire [DATA_WIDTH-1:0]  m_axis_tdata,
    output wire                   m_axis_tvalid,
    input  wire                   m_axis_tready
);
    localparam integer AW = (DEPTH <= 2)   ? 1 :
                            (DEPTH <= 4)   ? 2 :
                            (DEPTH <= 8)   ? 3 :
                            (DEPTH <= 16)  ? 4 :
                            (DEPTH <= 32)  ? 5 :
                            (DEPTH <= 64)  ? 6 :
                            (DEPTH <= 128) ? 7 :
                            (DEPTH <= 256) ? 8 : 9;  
    reg [DATA_WIDTH-1:0] mem [0:DEPTH-1];
    reg [AW-1:0]  wptr, rptr;
    reg [AW:0]    count;        
    wire [AW:0] depth_c = DEPTH;                  
    wire        full    = (count == depth_c);
    wire        empty   = (count == { (AW+1){1'b0} });
    assign m_axis_tvalid = ~empty;
    assign m_axis_tdata  = mem[rptr];
    wire pop  = m_axis_tvalid & m_axis_tready;    
    reg wen_q;
    always @(posedge clk or negedge rst_n) begin
      if (!rst_n) wen_q <= 1'b0;
      else        wen_q <= wen;
    end
    wire push = wen & ~wen_q;                               
    always @(posedge clk or negedge rst_n) begin
        if (!rst_n) begin
            wptr     <= {AW{1'b0}};
            rptr     <= {AW{1'b0}};
            count    <= { (AW+1){1'b0} };
            overflow <= 1'b0;
        end else begin
            if (pop) begin
                rptr  <= (rptr == (DEPTH-1)) ? {AW{1'b0}} : (rptr + {{(AW-1){1'b0}},1'b1});
            end
            if (push) begin
                if (!full) begin
                    mem[wptr] <= wdata;
                    wptr <= (wptr == (DEPTH-1)) ? {AW{1'b0}} : (wptr + {{(AW-1){1'b0}},1'b1});
                end else begin
                    overflow <= 1'b1;
                end
            end
            case ({push & ~full, pop})
                2'b10: count <= count + {{AW{1'b0}},1'b1};  
                2'b01: count <= count - {{AW{1'b0}},1'b1};  
                default:   ;
            endcase
        end
    end
endmodule
```
**/design/flow/run.sh**
```bash
#!/bin/bash
# OpenROAD 26Q1-2900-gdf79404cd8, Yosys 0.63+post, stock flow scripts
make -C /OpenROAD-flow-scripts/flow DESIGN_CONFIG=/design/flow/config.mk WORK_HOME=/design/flow/orfs finish
```
==> Changelog: implementation <==
### Changed

* Flop pwr share at 40.5%
* Cell row count at 133
* Top cells excl fill/tap: edfxtp_1, a22oi_1, buf_4
* Combinational group share of total power at 29.6%
* TritonCTS Buffers at 102
* DR vias at 24010
* Placed cell area at 44190 um^2
* Syn Inst Count at 2262
* Switch Pwr at 8.147 mW
* Max-slew headroom at 40.87%
* Cell count after placement at 4149
* RD Place Congestion at 0.9434
* Hold WC Path Type: flop to flop
* Count of tool warnings at 35
* Setup violators final at 0
* # IOs at 70
* Late-Pin Clk Latency at 0.71 ns
* Worst setup margin at 0.06375 ns
* Leak at 14.89 nW
* Final non-filler cell area at 47610 um^2
* Tot Pwr at 25.45 mW
* CP startpoint: rptr[3]
* Global route overflow at 0
* Clk root buf: clkbuf_16
* Wire length per cell at 31.98 um
* Vias in the first global route at 25130
* Clk buf depth at 3
* Startpoint Class: flop
* Worst clock skew at 0.05740 ns
* RSZ-0062 raised after global routing: true
* Total wire length at 139000 um
* CTS tree: built
* Final worst path period need at 4.736 ns
* H-tree depth at 3
* Crit path DAT at 3.78 ns
* Initial Util at 30.23%
* Final max-slew violation count at 0
* Final Hold Vio Count at 0
* Worst-path cell chain: buf_12 > nor2b_2 > buf_4 > nand3_1 > a31oi_1 > a2111oi_0 > a21oi_1 > clkdlybuf4s50_1
* Element type at the critical path end: output pin
* Max-cap violations at 0
* Ratio of cells with drive above 1 in the final layout at 20.26%
* Final worst path period share at 98.67%
* CTS sink count at 1042
* CP max stage cell: nor2b_2
* Finished Layout Cells at 4347
* Gr usage total at 22.08%
* Logic area at 8367 um^2
* Fmax achieved at 211.1 MHz
* Run status: completed
* Internal at 17.30 mW
* Layout fillers at 11940
* CP max stage delay at 0.62 ns
* Reg area at 31210 um^2
* Die Wd at 365.7 um
* Required time of the critical path at 3.84 ns
* Yosys reg bits at 1042
* Layout area overhead at 19.97%
* CTS Hold Bufs at 0
* Chip Area, Yosys at 39690 um^2
* Ys cells at 2262
* IO Port Bufs at 69
* Hold path startpoint: overflow
* DIE AREA at 133800 um^2
* Post-synthesis cell area at 39690 um^2
* Initial antenna violation count at 4
* Drt drc at 0
* Final core occ at 36.26%
* Synth Flop Type: edfxtp_1
* HPWL Detailed at 84700 um
* Remaining antenna violation count at 0
* Core Region at 131300 um^2
* CP Max Fanout at 37
* 1st-iter DRT viols at 1867
* Seq share, synth at 78.61%
* Min Hold Slack at 0.4770 ns
* Die Span Y at 365.7 um
* Post-Syn Area per Cell at 17.55 um^2
* First-pass GRT wire length at 192900 um
* Pwr dens at 534.5 nW/um^2
* Synth async-reset ratio at 1.727%
* Synth unique cells at 73
* Slew @ Worst Pin at 0.8870 ns
* Clock power share at 29.9%
* EDFF count, synth at 1024
* Sw frac at 32.01%
* Largest net degree at the start of global routing at 42
* CP Class: flop to output pin
* YS warnings at 2
* Clock slew at reported path FFs at 0.07 ns
* IR drop worst, VDD at 0.0003223 V
* Drt first pass iters at 7
* RR Startpoint: count[0]
* Vias per cell at 5.522
* Most instantiated logic cell after routing: edfxtp_1
* Final setup TNS at 0 ns
* Worst slack, placed at 0.4219 ns
## path summary, 6_finish.rpt
path,to,cells after the start,slack [ns]
hold / removal,overflow,1,0.48
min in group asynchronous,rptr[4],1,0.66
max in group asynchronous,count[1],2,3.45
setup reg to reg,count[5],11,1.57
hold reg to reg,overflow,1,0.48
setup / recovery,m_axis_tdata[13],8,0.06
## synth_stat cells (6+ instances only)
cell       count  area share [%]
edfxtp_1    1024              77
a22oi_1      223             4.2
nand2_1       97            0.92
mux2_2        88             2.5
nor2_1        86            0.81
clkbuf_1      71            0.67
mux2i_1       57             1.4
buf_2         49            0.62
o21ai_0       47            0.59
nand4_1       43            0.68
nand3_1       39            0.49
a32oi_1       34            0.75
a222oi_1      31            0.78
a21oi_1       27            0.34
a22o_1        22            0.49
a221oi_1      18            0.40
dfrtp_1       18             1.1
o22ai_1       18            0.28
ha_1          17            0.54
inv_1         17            0.16
a2111oi_0     13            0.29
nand3b_1      12            0.23
o211ai_1      12            0.23
and3_1        11            0.17
and4b_1       11            0.28
nor4_1        11            0.17
a31oi_1       10            0.16
buf_1         10           0.095
nor2b_1        9            0.14
nor4bb_1       9            0.23
o22a_1         9            0.20
or4_1          9            0.17
buf_4          8            0.15
nor3_1         8            0.10
o2111ai_1      6            0.13
o32ai_1        6            0.13
## state kept, by name (all words and copies together), names as in the netlist
register	flops
rptr	5
mem	1024
count	6
overflow	1
wen_q	1
wptr	5
## cell type report
type	count	area share [%]
Clock inverter	52	0.8908
Clock buffer	138	5.734
Sequential cell	1042	65.56
Timing Repair Buffer	279	5.487
Inverter	18	0.1419
Multi-Input combinational cell	1062	17.57
Antenna cell	1	0.005256
Tap cell	1755	4.612
## power by group through the flow
stage     combinational, mW  sequential, mW  clock [mW]
4_1_cts                7.36            10.3        7.68
6_report               7.52            10.3        7.61
5_1_grt                7.89            10.3        8.04
## worst max-delay path, delay by kind of cell, from the launching register on
family | cells | cell delay, ns
buf+inv | 3 | 1.10
flops | 1 | 0.59
compound gates | 3 | 0.67
simple gates | 2 | 0.70
## logic make-up (layout without fill, tap and decap cells)
family	Yosys count	after routing	share of synthesized area, %
simple gates	375	375	5.032
mux	148	148	4.048
other cells	0	1	0
buf+inv	158	487	1.747
fa+ha+maj	18	18	0.5864
flops	1042	1042	78.61
compound gates	517	517	9.887
xor+xnor	4	4	0.08829
## routing by layer
layer	vias up	GRT usage (%)	share of wire [%]
met4	8	9.753	6.0
met1	11770	22.45	30
met5	-	0.1781	0.037
met3	395	18.04	19
li1	9885	-	-
met2	1950	32.56	45
## timing repair
| item | 4_1_cts | 5_1_grt |
|---|---|---|
| gates cloned | 0 | 0 |
| setup buffers | 6 | 1 |
| pin swaps | 2 | 3 |
| resized | 36 | 25 |
| setup endpoints to repair | 29 | 24 |
Power is estimated from default activity; no workload was simulated.
