==> design/flow/design.v <==
`timescale 1ns/1ps
module cfg_pingpong_idx_gain_2x8 #(
    parameter integer IDX_W  = 10,
    parameter integer GAIN_W = 18
)(
    input  wire                clk,
    input  wire                rst_n,
    input  wire                idx_we,        
    input  wire                gain_we,       
    input  wire                wr_ch,         
    input  wire [2:0]          wr_tone,       
    input  wire [IDX_W-1:0]    wr_index,
    input  wire [GAIN_W-1:0]   wr_gain,
    input  wire                commit_req,
    input  wire                commit_safe,
    output reg                 active_bank,
    output wire [8*IDX_W -1:0] index_a_bus,
    output wire [8*GAIN_W-1:0] gain_a_bus,
    output wire [8*IDX_W -1:0] index_b_bus,
    output wire [8*GAIN_W-1:0] gain_b_bus
);
    reg [IDX_W -1:0] idx_a_0 [0:7], idx_a_1 [0:7];
    reg [GAIN_W-1:0] gn_a_0  [0:7], gn_a_1  [0:7];
    reg [IDX_W -1:0] idx_b_0 [0:7], idx_b_1 [0:7];
    reg [GAIN_W-1:0] gn_b_0  [0:7], gn_b_1  [0:7];
    wire shadow_bank = ~active_bank;
    localparam [GAIN_W-1:0] GAIN_ONE = (GAIN_W >= 18) ? 18'h1_0000
                                : {{(GAIN_W-1){1'b0}},1'b1};
    integer i;
    always @(posedge clk or negedge rst_n) begin
        if (!rst_n) begin
            active_bank <= 1'b0;
            for (i=0; i<8; i=i+1) begin
                idx_a_0[i] <= {IDX_W{1'b0}}; gn_a_0[i] <= {GAIN_W{1'b0}};
                idx_b_0[i] <= {IDX_W{1'b0}}; gn_b_0[i] <= {GAIN_W{1'b0}};
                idx_a_1[i] <= {IDX_W{1'b0}}; gn_a_1[i] <= {GAIN_W{1'b0}};
                idx_b_1[i] <= {IDX_W{1'b0}}; gn_b_1[i] <= {GAIN_W{1'b0}};
            end
        end else begin
            if (idx_we && wr_ch == 1'b0) begin
                if (shadow_bank == 1'b0) begin
                    idx_a_0[wr_tone] <= wr_index;
                end else begin
                    idx_a_1[wr_tone] <= wr_index;
                end
            end
            if (idx_we && wr_ch == 1'b1) begin
                if (shadow_bank == 1'b0) begin
                    idx_b_0[wr_tone] <= wr_index;
                end else begin
                    idx_b_1[wr_tone] <= wr_index;
                end
            end
            if (gain_we && wr_ch == 1'b0) begin
                if (shadow_bank == 1'b0) begin
                    gn_a_0[wr_tone] <= wr_gain;
                end else begin
                    gn_a_1[wr_tone] <= wr_gain;
                end
            end
            if (gain_we && wr_ch == 1'b1) begin
                if (shadow_bank == 1'b0) begin
                    gn_b_0[wr_tone] <= wr_gain;
                end else begin
                    gn_b_1[wr_tone] <= wr_gain;
                end
            end
            if (commit_req && commit_safe) begin
                active_bank <= ~active_bank;
            end
        end
    end
    genvar t;
    generate
        for (t=0; t<8; t=t+1) begin : PACK
            assign index_a_bus[(t+1)*IDX_W -1 -: IDX_W] = (active_bank==1'b0) ? idx_a_0[t] : idx_a_1[t];
            assign gain_a_bus [(t+1)*GAIN_W-1 -: GAIN_W]= (active_bank==1'b0) ? gn_a_0 [t] : gn_a_1 [t];
            assign index_b_bus[(t+1)*IDX_W -1 -: IDX_W] = (active_bank==1'b0) ? idx_b_0[t] : idx_b_1[t];
            assign gain_b_bus [(t+1)*GAIN_W-1 -: GAIN_W]= (active_bank==1'b0) ? gn_b_0 [t] : gn_b_1 [t];
        end
    endgenerate
endmodule
==> design/flow/run.sh <==
#!/bin/bash
# OpenROAD 26Q1-2900-gdf79404cd8, Yosys 0.63+post, stock flow scripts
make -C /OpenROAD-flow-scripts/flow DESIGN_CONFIG=/design/flow/config.mk WORK_HOME=/design/flow/orfs finish
==> design/flow/config.mk <==
export PLATFORM = sky130hd
export DESIGN_NAME = cfg_pingpong_idx_gain_2x8
export DESIGN_NICKNAME = cfg_pingpong_idx_gain_2x8
export VERILOG_FILES = /design/flow/design.v
export SDC_FILE = /design/flow/constraint.sdc
export NUM_CORES = 4
export LEC_CHECK = 1
export CORE_UTILIZATION = 50
==> design/flow/constraint.sdc <==
current_design cfg_pingpong_idx_gain_2x8

set clk_period 17.1
set clk_io_pct 0.2

create_clock -name clk0 -period $clk_period [get_ports {clk}]

set non_clock_inputs [all_inputs -no_clocks]
set_input_delay [expr $clk_period * $clk_io_pct] -clock clk0 $non_clock_inputs
set_output_delay [expr $clk_period * $clk_io_pct] -clock clk0 [all_outputs]
==> results_slide.txt <==
Physical Implementation Snapshot

Placed design
  • Routability congestion estimate from global placement: between 0.8 and 0.9
  • Worst setup slack after placement: roughly 9.0 ns
  • Half-perimeter wire length of the detailed placement result: around 66000 um
  • Number of instances in the placed design: 3954
  • Number of input and output port buffers inserted: ~500

Worst setup path
  • Destination of the worst register-to-register timing path: gn_a_0[5][9]$_DFFE_PN0P_
  • Category of the most critical setup path: flop to output pin
  • Endpoint kind of the worst setup timing path: output pin
  • Critical path fanouts, max: 110
  • Dominant cell type by count on the critical path: buf_4
  • Series of cell instances along the critical path: buf_4, buf_4, buf_12, buf_4, mux2_2, clkdlybuf4s50_1
  • Slack of the worst reg-to-reg path: 12.63 ns
  • Required time at the worst-slack endpoint: 13.68 ns
  • Depth of the most critical reg-to-reg path: 7
  • Critical path's slowest cell: dfrtp_4
  • CP peak stage delay: 0.83 ns
  • CP arrival: 5.47 ns
  • Launch point of the worst reg-to-reg path: active_bank$_DFFE_PN0P_
  • Startpoint type of the worst setup path: flop

Clock tree
  • Number of gates resized after cts: 0
  • Clock root cell: clkbuf_16
  • Count of H-tree levels built during CTS: 3
  • Cts bufs inserted: 95
  • Clock-pin slew on the worst setup and hold paths: ~0.06 ns
  • Clock tree from TritonCTS: built
  • CTS max path bufs: 3
  • Setup Buffers After CTS: 0
  • Sinks on the clock net: between 800 and 900
  • Clk Latency, worst-skew pair: 0.64 ns
  • # hold bufs at CTS: 0

Global routing
  • Largest net degree at the start of global routing: between 100 and 150
  • Wire length of the first global-routing pass: about 150000 um
  • Leftover overflow at the end of global routing: 0
  • Antenna violations before repair: 7
  • Total GRT Usage: a little over a quarter
  • Vias in the first global route: 23.5k

Synth
  • YS warnings: 9
  • Post-synthesis cell count: 2531
  • Distinct lib cells: 26
  • Chip Area, Yosys: 0.0392 mm2
  • Ys flops: roughly 900
  • Number of cell instances after yosys synthesis: about 2.5k
  • Synthesized area per cell: roughly 15 um2
  • Sequential element share of the synthesized area: between 50 and 60%
  • Area of the mapped netlist: 0.0392 mm2

Die
  • Die extent in y: about 280 um
  • Pre-Place Util: ~50%
  • Horizontal die dimension: approximately 280 um
  • Total number of placement rows: 102
  • Top-level port count: a little under 500
  • Core Box Area: between 0.07 and 0.08 mm2
  • Chip area: 0.0795 mm2

Detailed routing
  • Post-DR wirelength/cell: about 25 um
  • Ant diodes: 0
  • Total number of vias: between 20k and 25k
  • Iteration tally of the first detailed-router pass: 4
  • Average vias per placed instance: approximately 5.4
  • Remaining antenna violation count: 0
  • Detailed Route WL: a little over 100000 um
  • DRC violation count after routing: 0
  • DRC violation total after the first TritonRoute iteration: 961

Pwr
  • Design Power: about 9 mW
  • VDD IR max: between 100 and 150 uV
  • Total power per unit cell area: around 190 mW/mm2
  • Leakage component of the power: roughly 22 nW

Run
  • Warning total across the stage logs: 34
  • Reported max-cap violation count: 0

STA
  • Final TNS setup: 0 ns
  • Post-layout period usage of the worst path: approximately half
  • Worst Max-Slew Pin Slew: 0.889 ns
  • Final number of hold-violating endpoints: 0
  • Clock Skew: between 0.03 and 0.04 ns
  • Final min period: approximately 9 ns
  • Least setup slack across all paths after layout: 8.21 ns
  • RSZ-0062 raised after global routing: no
  • Max-slew violations: 0
  • Highest clock rate: 0.112 GHz
  • Slew Limit Headroom: 40.5%
  • Worst slack on hold paths: 0.498 ns
  • Setup-failing EPs final: 0

Finish
  • Synthesis-to-layout area growth: 23.3%
  • Number of standard cells in the layout, taps in and fillers out: between 4k and 5k
  • Number of filler cells placed in the layout: around 5.6k
  • Proportion of layout cells with a drive suffix above 1: between 50% and 60%

Run status
  • Status: completed

Worst hold path
  • Start point of the worst min-delay path: gn_a_0[0][7]$_DFFE_PN0P_
  • Worst hold path depth: 1
  • End point of the most critical hold path: gn_a_0[0][7]$_DFFE_PN0P_
  • Class of the tightest hold or removal check: flop to flop
-- sequential cells by signal, summed over array words and instances (netlist names), 80 cells and up --
register / cells
idx_b_1: 80
idx_a_1: 80
idx_b_0: 80
idx_a_0: 80
gn_b_1: 144
gn_a_0: 144
gn_a_1: 144
gn_b_0: 144
-- critical path: cells and delay by family, from the launching register on --
kind	cells	cell delay (ns)
buffers and inverters	5	3.21
muxes	1	0.42
DFF	1	0.83
-- cell usage in the layout (no fill, tap or decap), types with 3 or more instances in the layout --
master and instances:
nand2_1 17, clkinvlp_4 3, buf_4 88, nor2_2 22, nor3_4 4, dfrtp_1 896
nand2_2 9, nor2_1 3, mux2_2 1344, buf_12 3, clkinv_2 8, clkbuf_8 27
nand4b_1 3, inv_6 4, nor2b_1 10, clkdlybuf4s50_1 485, nand2b_1 7, bufinv_16 5
clkbuf_1 20, clkbuf_16 97
-- kinds of logic (layout without fill, tap and decap cells) --
logic type / Yosys count / in the layout / synth area share (%)
xor+xnor: 1 / 1 / 0.0224
buf+inv: 194 / 743 / 2.29
flops: 897 / 897 / 57.3
mux: 1344 / 1344 / 38.6
simple gates: 95 / 95 / 1.78
-- cells in the mapped netlist --
master,count,area share (%)
or3_1,2,0.032
nor4b_1,1,0.022
dfrtp_1,897,57
xnor2_1,1,0.022
nand2_1,17,0.16
and4bb_2,2,0.064
nand4b_4,1,0.061
and4bb_1,2,0.064
nand2_2,9,0.14
nor2_1,3,0.029
nor4bb_1,2,0.051
nor2b_1,12,0.19
nand2b_1,7,0.11
and3_1,2,0.032
buf_2,82,1.0
nor3_2,1,0.026
buf_4,18,0.34
nor4b_4,1,0.061
mux2_2,1344,39
nor3_4,4,0.17
buf_1,2,0.019
nand4b_2,2,0.077
nor2_2,22,0.35
nand4_2,2,0.064
clkbuf_1,92,0.88
nand4b_1,3,0.067
-- where the power goes --
group	internal (mW)	switching (mW)
Clock	1.23	0.821
Combinational	2.36	1.06
Sequential	3.01	0.486
-- metrics by stage --
stage | instance area [um2] | util [%]
5_1_grt | 48300 | 62.4
2_1_floorplan | 39200 | -
6_report | 48300 | 62.4
3_5_place_dp | 45200 | 58.3
3_3_place_gp | 45200 | 58.3
4_1_cts | 48300 | 62.4
-- routing by layer --
metal	GRT usage (%)	routed length, um
met4	7.02	3220
met1	40.1	41700
met3	9.22	8260
met5	0.855	180
met2	40.8	47700
-- cell type report --
class                   instances  area (um2)  share of cell area [%]
clock inverters                22         265                   0.549
repair buffers                577        5590                    11.6
flip-flops and latches        897       22500                    46.5
clock buffers                 144        2870                    5.95
multi-input cells            1440       15800                    32.8
well taps                    1040        1300                    2.69
-- worst max-delay path by stage --
stage,startpoint,to,slack [ns],depth (start not counted)
after global routing,active_bank$_DFFE_PN0P_,gain_b_bus[15],7.95,6
final,active_bank$_DFFE_PN0P_,gain_b_bus[114],8.21,6
after CTS,active_bank$_DFFE_PN0P_,gain_b_bus[49],8.25,6
Power is estimated from default activity; no workload was simulated.
