`design/flow/design.v`:
```
`timescale 1ns / 1ps
module adder_tree16_axis #(
    parameter integer DATA_WIDTH = 32,             
    parameter integer ACC_WIDTH  = DATA_WIDTH + 4  
)(
    input  wire                         clk,
    input  wire                         rst_n,
    input  wire                         s_axis_tvalid,
    output wire                         s_axis_tready,
    input  wire [16*DATA_WIDTH-1:0]     s_axis_tdata,
    output reg                          m_axis_tvalid,
    input  wire                         m_axis_tready,
    output reg  signed [DATA_WIDTH-1:0] m_axis_tdata
);
    wire can_load = (~m_axis_tvalid) || (m_axis_tvalid && m_axis_tready);
    assign s_axis_tready = can_load;
    wire signed [DATA_WIDTH-1:0] x [0:15];
    genvar ui;
    generate
        for (ui=0; ui<16; ui=ui+1) begin : UNPACK
            assign x[ui] = s_axis_tdata[(ui+1)*DATA_WIDTH-1 -: DATA_WIDTH];
        end
    endgenerate
    function signed [DATA_WIDTH-1:0] sat_to_nbits;
        input signed [ACC_WIDTH-1:0] a;
    begin
        if (a[ACC_WIDTH-1:DATA_WIDTH] == { (ACC_WIDTH-DATA_WIDTH){a[DATA_WIDTH-1]} })
            sat_to_nbits = a[DATA_WIDTH-1:0];
        else
            sat_to_nbits = a[ACC_WIDTH-1] ? {1'b1, {(DATA_WIDTH-1){1'b0}}}
                                          : {1'b0, {(DATA_WIDTH-1){1'b1}}};
    end
    endfunction
    reg signed [ACC_WIDTH-1:0] s1 [0:7];    
    reg signed [ACC_WIDTH-1:0] s2 [0:3];    
    reg signed [ACC_WIDTH-1:0] s3 [0:1];    
    reg                        v1, v2, v3;  
    integer i1;
    always @(posedge clk or negedge rst_n) begin
        if (!rst_n) begin
            v1 <= 1'b0;
            for (i1=0; i1<8; i1=i1+1)
                s1[i1] <= {ACC_WIDTH{1'b0}};
        end else if (can_load && s_axis_tvalid) begin
            v1 <= 1'b1;
            s1[0] <= {{(ACC_WIDTH-DATA_WIDTH){x[0][DATA_WIDTH-1]}},  x[0]}  +
                     {{(ACC_WIDTH-DATA_WIDTH){x[1][DATA_WIDTH-1]}},  x[1]};
            s1[1] <= {{(ACC_WIDTH-DATA_WIDTH){x[2][DATA_WIDTH-1]}},  x[2]}  +
                     {{(ACC_WIDTH-DATA_WIDTH){x[3][DATA_WIDTH-1]}},  x[3]};
            s1[2] <= {{(ACC_WIDTH-DATA_WIDTH){x[4][DATA_WIDTH-1]}},  x[4]}  +
                     {{(ACC_WIDTH-DATA_WIDTH){x[5][DATA_WIDTH-1]}},  x[5]};
            s1[3] <= {{(ACC_WIDTH-DATA_WIDTH){x[6][DATA_WIDTH-1]}},  x[6]}  +
                     {{(ACC_WIDTH-DATA_WIDTH){x[7][DATA_WIDTH-1]}},  x[7]};
            s1[4] <= {{(ACC_WIDTH-DATA_WIDTH){x[8][DATA_WIDTH-1]}},  x[8]}  +
                     {{(ACC_WIDTH-DATA_WIDTH){x[9][DATA_WIDTH-1]}},  x[9]};
            s1[5] <= {{(ACC_WIDTH-DATA_WIDTH){x[10][DATA_WIDTH-1]}}, x[10]} +
                     {{(ACC_WIDTH-DATA_WIDTH){x[11][DATA_WIDTH-1]}}, x[11]};
            s1[6] <= {{(ACC_WIDTH-DATA_WIDTH){x[12][DATA_WIDTH-1]}}, x[12]} +
                     {{(ACC_WIDTH-DATA_WIDTH){x[13][DATA_WIDTH-1]}}, x[13]};
            s1[7] <= {{(ACC_WIDTH-DATA_WIDTH){x[14][DATA_WIDTH-1]}}, x[14]} +
                     {{(ACC_WIDTH-DATA_WIDTH){x[15][DATA_WIDTH-1]}}, x[15]};
        end else if (can_load && !s_axis_tvalid) begin
            v1 <= 1'b0;
        end
    end
    integer i2;
    always @(posedge clk or negedge rst_n) begin
        if (!rst_n) begin
            v2 <= 1'b0;
            for (i2=0; i2<4; i2=i2+1)
                s2[i2] <= {ACC_WIDTH{1'b0}};
        end else if (can_load) begin
            v2    <= v1;
            s2[0] <= s1[0] + s1[1];
            s2[1] <= s1[2] + s1[3];
            s2[2] <= s1[4] + s1[5];
            s2[3] <= s1[6] + s1[7];
        end
    end
    always @(posedge clk or negedge rst_n) begin
        if (!rst_n) begin
            v3   <= 1'b0;
            s3[0] <= {ACC_WIDTH{1'b0}};
            s3[1] <= {ACC_WIDTH{1'b0}};
        end else if (can_load) begin
            v3   <= v2;
            s3[0] <= s2[0] + s2[1];
            s3[1] <= s2[2] + s2[3];
        end
    end
    wire signed [DATA_WIDTH-1:0] sum_now = sat_to_nbits(s3[0] + s3[1]);
    always @(posedge clk or negedge rst_n) begin
        if (!rst_n) begin
            m_axis_tvalid <= 1'b0;
            m_axis_tdata  <= {DATA_WIDTH{1'b0}};
        end else begin
            if (m_axis_tvalid && m_axis_tready)
                m_axis_tvalid <= 1'b0;
            if (can_load && v3) begin
                m_axis_tdata  <= sum_now;
                m_axis_tvalid <= 1'b1;
            end
        end
    end
endmodule
```
`design/flow/run.sh`:
```
#!/bin/bash
# OpenROAD 26Q1-2900-gdf79404cd8, Yosys 0.63+post, stock flow scripts
make -C /OpenROAD-flow-scripts/flow DESIGN_CONFIG=/design/flow/config.mk WORK_HOME=/design/flow/orfs finish
```
`design/flow/config.mk`:
```
export PLATFORM = sky130hd
export DESIGN_NAME = adder_tree16_axis
export DESIGN_NICKNAME = adder_tree16_axis
export VERILOG_FILES = /design/flow/design.v
export SDC_FILE = /design/flow/constraint.sdc
export NUM_CORES = 4
export LEC_CHECK = 1
export CORE_UTILIZATION = 40
```
`design/flow/constraint.sdc`:
```
current_design adder_tree16_axis

set clk_period 41.9
set clk_io_pct 0.2

create_clock -name clk0 -period $clk_period [get_ports {clk}]

set non_clock_inputs [all_inputs -no_clocks]
set_input_delay [expr $clk_period * $clk_io_pct] -clock clk0 $non_clock_inputs
set_output_delay [expr $clk_period * $clk_io_pct] -clock clk0 [all_outputs]
```
==> summary.txt <==
Notes on the flow run.

- The flow ran to the end, and the final reports show no timing, DRC or antenna violations.
- The DRC violation total after the first TritonRoute iteration is about 2.2k, for reference.
- By area the synthesized netlist is led by sky130_fd_sc_hd__dfrtp_1 31%, sky130_fd_sc_hd__ha_1 15%, sky130_fd_sc_hd__nand2_1 5.4%, sky130_fd_sc_hd__a21oi_1 5.4%, sky130_fd_sc_hd__o21ai_0 5.2%.
- Buffers inserted during clock tree synthesis total around 66.
- The depth of the most critical reg-to-reg path is 10, for reference.
- Setup repair after global routing left no endpoint under its margin.
- In the routed netlist, the antenna diode instances number 0.
- The minimum clock period after layout is around 19 ns, for reference.
- The placed instances occupy a cell area of 48990 um2.
- The buffer count from post-CTS setup fixing is 0, for reference.
- The worst hold path begins at v2$_DFFE_PN0N_.
- For flop-to-flop paths, the worst setup slack is between 30 and 40 ns.
- The number of global-route vias before repair is ~35k, for reference.
- Clock skew on the completed layout was measured at ~0.025 ns.
- Before any placement, the netlist area is recorded as roughly 42000 um2.
- The peak clock frequency supported by timing is approximately 0.054 GHz, for reference.
- Averaged over all synthesized cells, the footprint is between 8 and 9 um2.
- In the power breakdown, the internal column shows about 2.1 mW.
- The most common logic cell in the final layout is sky130_fd_sc_hd__nand2_1.
- The largest area contributor in the synthesized netlist is sky130_fd_sc_hd__dfrtp_1, for reference.
- The number of input and output port buffers inserted is about 550, for reference.
- The gate count after technology mapping is between 4k and 5k, for reference.
- Counting flops and latches in the post-synthesis netlist gives 516.
- The chip area line in the Yosys stat output reads around 42000 um2.
- The nature of the critical path endpoint is a primary output, for reference.
- VDD sags by at most roughly 43 uV.
- Per the timing report, the most critical flop-to-flop path finishes at s1[1][31]$_DFFE_PN0P_.
- Yosys mapped a number of flops with a built-in enable equal to 0.
- Post-route period utilization is reported as between 40% and 50%.
- The horizontal die dimension is about 330 um, for reference.
- The core region area is 103900 um2, for reference.
- The cell with the largest stage delay on the worst path is sky130_fd_sc_hd__clkdlybuf4s50_1, for reference.
- After routing, the total negative slack on setup checks comes to 0 ns.
- The library cells used most frequently in the layout, excluding fill and tap cells, are 605 x sky130_fd_sc_hd__nand2_1, 548 x sky130_fd_sc_hd__clkdlybuf4s50_1, 516 x sky130_fd_sc_hd__dfrtp_1, 493 x sky130_fd_sc_hd__ha_1, 452 x sky130_fd_sc_hd__a21oi_1.
- The global-route usage over all layers is a little under a quarter, for reference.
- The combinational power share is 59.3%, for reference.
- The cell seen most often among critical-path stages is sky130_fd_sc_hd__clkdlybuf4s50_1, for reference.
- The worst endpoint required time is about 34 ns, for reference.
- The number of placement rows is around 120, for reference.
- The area of all placed cells without fillers is between 50000 and 60000 um2, for reference.
- The largest single stage delay on the critical path is between 0.6 and 0.7 ns.
- The H-tree depth reported by CTS is 3, for reference.
- In this run the biggest area consumer among cell types represents a little under a third of the synthesized area.
- The slew check shows that the tightest pin keeps a relative margin of 41.60%.
- Yosys reported that registers with async set or reset make up roughly 100%.
- Post-CTS repair ended up resizing 0 cells.
- Entering global routing, the biggest net connects roughly 170 pins.
- In this run the deepest clock path goes through 3 buffers.
- According to the timing report, the arrival time at the worst endpoint equals 10.31 ns.
- The registers of the reported paths see a clock transition of about 0.060 ns.
- The placer's final routability congestion estimate is ~0.94, for reference.
- The fraction of the yosys area taken by sequential cells is between 30 and 40%, for reference.
- After detailed routing, the number of vias per cell comes to about 5.4.
- The proportion of layout cells with a drive suffix above 1 is 3.684%, for reference.
- The routed layout has around 37k vias.
- The overall routed net length is ~120000 um, for reference.
- In the Yosys stats the netlist draws on 94 distinct library cells.
- Pins over their slew limit in the final report were tallied at 0.
- The number of hold-slack violations in the final timing report is 0, for reference.
- The number of iterations in the first detailed-routing pass is 5, for reference.
- The first global-routing pass estimated about 190000 um of wire.
- Counting the warning lines in the Yosys log gives 4.
- The overall power consumption is approximately 3.8 mW, for reference.
- The synth_stat.txt file lists the number of cells as 4957.
- The DRC violation count after routing is 0, for reference.
- The sink count of the clock tree is 516, for reference.
- Setup violations remaining at the end of the flow were counted as 0.
- Along the worst hold path, the cell count comes to 2.
- Per the timing report, the most critical flop-to-flop path originates at m_axis_tvalid$_DFFE_PN0P_.
- The max-capacitance violation count is 0, for reference.
- The power report puts the net switching power at 1.694 mW.
- The number of hold buffers added after CTS was 0.
- Post-synth the commonest register cell is sky130_fd_sc_hd__dfrtp_1.
- Per STA, the worst path is made up of clkdlybuf4s50_1 > nor2b_4 > buf_4 > inv_8 > clkdlybuf4s50_1.
- The first element of the critical path is m_axis_tready, for reference.
- The leakage dissipation is 23.09 nW, for reference.
- According to the floorplan report, the die height is between 300 and 400 um.
- Warnings raised by the tools during the run amount to 29.
- Relative to the synthesized area, the layout overhead comes to 22.00%.
- Summed over all layers, the global routing overflow is 0.
- The tree is rooted in a sky130_fd_sc_hd__clkbuf_16.
- The worst hold endpoint is v2$_DFFE_PN0N_, for reference.
- The power density over cell area is between 70 and 80 nW/um2, for reference.
- The transition time at the pin with the least slew margin is between 0.8 and 0.9 ns, for reference.
- In the final routed layout, each cell accounts on average for 17.28 um.
- STA classifies the critical path startpoint as an input pin.
- Along the worst path, the maximum fanout reaches 83.
- The number of nets with antenna violations after detailed routing is 0, for reference.
- The share of total power consumed by net switching is approximately 45%, for reference.
- The number of antenna violations at the first check in global routing is 3, for reference.
- The post-route worst setup slack is 23.21 ns, for reference.
- At the later pin of the worst-skew pair, clock insertion delay measures about 0.6 ns.
- The detailed-placement wirelength estimate is between 90000 and 100000 um, for reference.
- The flow reports that the clock network draws approximately 16% of the design power.
- The number of ports placed on the die boundary is around 550, for reference.
- The floorplan die area is 106500 um2, for reference.
- In this run the worst hold path is classified as reg2reg.
- TritonCTS built the clock tree.
- At the placement stage, the worst setup path has a slack of 23.19 ns.
- The share of total power in sequential cells is around 25%, for reference.
- The initial standard-cell utilization of the core is roughly two fifths, for reference.
- The critical path class is in2out, for reference.
==> synthesized netlist by cell type, types with 10 or more instances <==
master,n
sky130_fd_sc_hd__nand2_1,606
sky130_fd_sc_hd__dfrtp_1,516
sky130_fd_sc_hd__ha_1,493
sky130_fd_sc_hd__a21oi_1,452
sky130_fd_sc_hd__o21ai_0,437
sky130_fd_sc_hd__nor2_1,318
sky130_fd_sc_hd__xor2_1,197
sky130_fd_sc_hd__a21o_1,193
sky130_fd_sc_hd__inv_1,176
sky130_fd_sc_hd__xnor2_1,174
sky130_fd_sc_hd__clkbuf_1,120
sky130_fd_sc_hd__nand3_1,104
sky130_fd_sc_hd__o21a_1,93
sky130_fd_sc_hd__nor3_1,85
sky130_fd_sc_hd__nand2b_1,73
sky130_fd_sc_hd__o31ai_1,70
sky130_fd_sc_hd__o21bai_1,63
sky130_fd_sc_hd__and3_1,59
sky130_fd_sc_hd__o21ai_1,56
sky130_fd_sc_hd__a211oi_1,51
sky130_fd_sc_hd__a31oi_1,50
sky130_fd_sc_hd__nor2b_1,43
sky130_fd_sc_hd__nand4_1,41
sky130_fd_sc_hd__or3_1,37
sky130_fd_sc_hd__a221o_1,33
sky130_fd_sc_hd__a21boi_0,31
sky130_fd_sc_hd__o211ai_1,29
sky130_fd_sc_hd__and2_1,26
sky130_fd_sc_hd__a211o_1,19
sky130_fd_sc_hd__nor3b_1,16
sky130_fd_sc_hd__buf_1,15
sky130_fd_sc_hd__fa_1,15
sky130_fd_sc_hd__o22ai_1,13
sky130_fd_sc_hd__o2111ai_1,12
sky130_fd_sc_hd__a221oi_1,11
sky130_fd_sc_hd__a31o_2,11
sky130_fd_sc_hd__nor4_1,11
sky130_fd_sc_hd__o211a_1,11
sky130_fd_sc_hd__o311ai_0,11
sky130_fd_sc_hd__a2111oi_0,10
sky130_fd_sc_hd__mux2_2,10
sky130_fd_sc_hd__mux2i_1,10
sky130_fd_sc_hd__o41ai_1,10
==> kinds of logic after synthesis <==
kind of cell | count (synthesis) | synth area share, %
AND/OR/NAND/NOR | 1456 | 15.81
AND-OR/OR-AND | 1763 | 26.85
multiplexers | 20 | 0.5053
buffers and inverters | 320 | 2.963
flip-flops | 516 | 30.67
adder cells (fa/ha/maj) | 508 | 15.37
XOR/XNOR | 374 | 7.835
==> power by group through the flow <==
stage | sequential, mW | combinational [mW] | clock [mW]
4_1_cts | 0.940 | 2.26 | 0.631
6_report | 0.932 | 2.25 | 0.615
5_1_grt | 0.960 | 2.54 | 0.648
==> metrics by stage <==
step / util, % / hold WS [ns] / std cells
floorplan: - / 0.4386 / 4957
global placement: 47.13 / 0.4517 / 6770
detailed placement: 47.13 / 0.4561 / 6770
CTS: 49.41 / 0.4692 / 6890
global route: 49.41 / 0.4932 / 6890
finish: 49.41 / 0.4686 / 6890
==> flip-flops by register name, indices dropped and copies added, names as in the netlist <==
register       flops
m_axis_tdata      32
m_axis_tvalid      1
s1               264
s2               144
s3                72
v1                 1
v2                 1
v3                 1
==> critical path, delay by kind of cell <==
family	cells	cell delay, ns
buf+inv	4	1.85
simple gates	1	0.05
==> how the worst max path moves through the flow <==
stage,end,cells past startpoint
CTS,s_axis_tready,5
global route,s_axis_tready,5
finish,s_axis_tready,5
==> metal layers <==
layer  vias up  wire length (um)  track usage [%]
met2       686             55680            37.20
met4         0              2263            3.637
li1      19180                 -                -
met3       105              4297            2.493
met5         -                 0                0
met1     17040             56820            34.24
==> cell type report <==
type | instances | area, um2
multi-input cells | 4121 | 27950
well taps | 1380 | 1727
inverters | 178 | 675.6
clock inverters | 29 | 450.4
clock buffers | 91 | 1918
fillers | 9912 | 52580
flip-flops and latches | 516 | 12910
repair buffers | 575 | 5720
Power is estimated from default activity; no workload was simulated.
